==> design/flow/design.v <==
module Decoder_3para8(Y, S);
    output [7:0] Y;
    input  [2:0] S;
    wire   nS0, nS1, nS2;
    not(nS0, S[0]);
    not(nS1, S[1]);
    not(nS2, S[2]);
    and(Y[0], nS2, nS1, nS0);  
    and(Y[1], nS2, nS1, S[0]);  
    and(Y[2], nS2, S[1], nS0);  
    and(Y[3], nS2, S[1], S[0]);  
    and(Y[4], S[2], nS1, nS0);  
    and(Y[5], S[2], nS1, S[0]);  
    and(Y[6], S[2], S[1], nS0);  
    and(Y[7], S[2], S[1], S[0]);  
endmodule
module MUX_16bit_8para1(Y, S, I0, I1, I2, I3, I4, I5, I6, I7);
    output [15:0] Y;
    input  [2:0] S;
    input  [15:0] I0, I1, I2, I3, I4, I5, I6, I7;
    MUX_1bit_8para1 m0(Y[0], {I7[0],I6[0],I5[0],I4[0],I3[0],I2[0],I1[0],I0[0]}, S);
    MUX_1bit_8para1 m1(Y[1], {I7[1],I6[1],I5[1],I4[1],I3[1],I2[1],I1[1],I0[1]}, S);
    MUX_1bit_8para1 m2(Y[2], {I7[2],I6[2],I5[2],I4[2],I3[2],I2[2],I1[2],I0[2]}, S);
    MUX_1bit_8para1 m3(Y[3], {I7[3],I6[3],I5[3],I4[3],I3[3],I2[3],I1[3],I0[3]}, S);
    MUX_1bit_8para1 m4(Y[4], {I7[4],I6[4],I5[4],I4[4],I3[4],I2[4],I1[4],I0[4]}, S);
    MUX_1bit_8para1 m5(Y[5], {I7[5],I6[5],I5[5],I4[5],I3[5],I2[5],I1[5],I0[5]}, S);
    MUX_1bit_8para1 m6(Y[6], {I7[6],I6[6],I5[6],I4[6],I3[6],I2[6],I1[6],I0[6]}, S);
    MUX_1bit_8para1 m7(Y[7], {I7[7],I6[7],I5[7],I4[7],I3[7],I2[7],I1[7],I0[7]}, S);
    MUX_1bit_8para1 m8(Y[8], {I7[8],I6[8],I5[8],I4[8],I3[8],I2[8],I1[8],I0[8]}, S);
    MUX_1bit_8para1 m9(Y[9], {I7[9],I6[9],I5[9],I4[9],I3[9],I2[9],I1[9],I0[9]}, S);
    MUX_1bit_8para1 m10(Y[10], {I7[10],I6[10],I5[10],I4[10],I3[10],I2[10],I1[10],I0[10]}, S);
    MUX_1bit_8para1 m11(Y[11], {I7[11],I6[11],I5[11],I4[11],I3[11],I2[11],I1[11],I0[11]}, S);
    MUX_1bit_8para1 m12(Y[12], {I7[12],I6[12],I5[12],I4[12],I3[12],I2[12],I1[12],I0[12]}, S);
    MUX_1bit_8para1 m13(Y[13], {I7[13],I6[13],I5[13],I4[13],I3[13],I2[13],I1[13],I0[13]}, S);
    MUX_1bit_8para1 m14(Y[14], {I7[14],I6[14],I5[14],I4[14],I3[14],I2[14],I1[14],I0[14]}, S);
    MUX_1bit_8para1 m15(Y[15], {I7[15],I6[15],I5[15],I4[15],I3[15],I2[15],I1[15],I0[15]}, S);
endmodule
module MUX_1bit_8para1(Y, I, S);
    output Y;
    input  [7:0] I;
    input  [2:0] S;
    wire   [7:0] Dec, w;
    Decoder_3para8 U_Dec(Dec, S);
    and(w[0], I[0], Dec[0]);
    and(w[1], I[1], Dec[1]);
    and(w[2], I[2], Dec[2]);
    and(w[3], I[3], Dec[3]);
    and(w[4], I[4], Dec[4]);
    and(w[5], I[5], Dec[5]);
    and(w[6], I[6], Dec[6]);
    and(w[7], I[7], Dec[7]);
    or(Y, w[0], w[1], w[2], w[3], w[4], w[5], w[6], w[7]);
endmodule
==> design/flow/run.sh <==
#!/bin/bash
# OpenROAD 26Q1-2900-gdf79404cd8, Yosys 0.63+post, stock flow scripts
make -C /OpenROAD-flow-scripts/flow DESIGN_CONFIG=/design/flow/config.mk WORK_HOME=/design/flow/orfs finish
==> design/flow/config.mk <==
export PLATFORM = sky130hd
export DESIGN_NAME = MUX_16bit_8para1
export DESIGN_NICKNAME = MUX_16bit_8para1
export VERILOG_FILES = /design/flow/design.v
export SDC_FILE = /design/flow/constraint.sdc
export NUM_CORES = 4
export LEC_CHECK = 1
export CORE_AREA = 10 10 89 89
export DIE_AREA = 0 0 99 99
==> design/flow/constraint.sdc <==
current_design MUX_16bit_8para1

set clk_period 3.3
set clk_io_pct 0.2

create_clock -name clk0 -period $clk_period

set non_clock_inputs [all_inputs -no_clocks]
set_input_delay [expr $clk_period * $clk_io_pct] -clock clk0 $non_clock_inputs
set_output_delay [expr $clk_period * $clk_io_pct] -clock clk0 [all_outputs]
==> results.txt <==
Implementation run completed; key figures follow.

Drt:
- Dividing the detail-routed via count by the number of cells gives around 4.6.
- The run puts the routed wire length per instance at 19.8 um.
- The run puts the number of DRC violations after detailed-routing iteration 0 at 16.
- The run gives the remaining antenna violation count as 0.
- The repair_antennas step left the layout with diodes totalling 0.
- The run gives the final wirelength as between 5000 and 6000 um.
- Detailed routing inserted a total of ~1300 vias.
- The run gives the number of detailed-routing iterations run before antenna repair as 4.
- The run gives the post-detailed-route DRC marker count as 0.

Place:
- Per the gpl log, the routability congestion estimate is 0.770.
- The run gives the count of input and output buffers as ~150.
- The run puts the number of placed instances, taps included at 275.
- The run puts the worst setup slack before clock tree synthesis at around 0.22 ns.
- The run puts the total half-perimeter wirelength after legalization and detailed placement at slightly below 5000 um.

Critical path:
- STA classifies the critical path startpoint as an input pin.
- Among all stages on the critical path, the largest delay is contributed by sky130_fd_sc_hd__clkdlybuf4s50_1.
- The run gives the most numerous cell on the critical path as sky130_fd_sc_hd__clkdlybuf4s50_1.
- The worst setup path is of the input pin to output pin kind.
- The timing report gives the biggest stage delay along the critical path as 0.50 ns.
- The run gives the endpoint arrival time on the critical path as 2.39 ns.
- The run puts the maximum net fanout on the critical path at 32.
- The worst setup path is captured at an output pin.
- For reference, the critical path cell chain is clkdlybuf4s50_1 > buf_12 > mux4_1 > mux2_2 > clkdlybuf4s50_1.
- The run gives the worst endpoint required time as around 2.6 ns.

Floorplanning:
- The run puts the number of ports placed on the die boundary at about 150.
- The run puts the floorplan-stage core utilization at 0.199.
- The run gives the core box area as ~0.006 mm^2.
- In this run the core area contains 28 standard-cell rows.
- The horizontal die dimension reported for this design is 99 um.
- The die covers between 0.009 and 0.01 mm^2.
- Per the OpenROAD floorplan log, the height of the die is between 90 and 100 um.

Pwr:
- The run puts the cell area power density at around 120 mW/mm^2.
- The run gives the maximum vdd drop as 0.0580 mV.
- The run gives the total leakage power as approximately 1.0 nW.

Yosys:
- The run puts the unique cell type count in the Yosys netlist at 8.
- For this design, Yosys synthesis ends with a cell count of around 73.
- Looking at area per cell type in the netlist, the leader is sky130_fd_sc_hd__mux4_1.
- Post-synthesis, Yosys gives the total cell area as roughly 0.0012 mm^2.
- The run gives the synthesized netlist cell count as around 73.
- In this run the mean area of a mapped cell was ~16 um^2.
- The run gives the netlist area before placement as around 0.0012 mm^2.
- The run gives the top-area cell type share of the netlist area as 0.618.
- The run gives the number of warnings issued by yosys as 0.
- The run puts the register area share after synthesis at 0.
- The synthesis report lists the most area-consuming cells as sky130_fd_sc_hd__mux4_1 62%, sky130_fd_sc_hd__mux2_2 15%, sky130_fd_sc_hd__buf_4 10%, sky130_fd_sc_hd__mux4_2 7.6%, sky130_fd_sc_hd__buf_6 3.8%.

STA:
- For the pin with the worst max-slew slack, the measured transition is 0.166 ns.
- The run gives the final setup violation count as 0.
- Setup repair after global routing left no endpoint under its margin.
- For reference, the final report shows the hold violation count at 0.
- The run puts the highest attainable clock frequency at 327 MHz.
- The run gives the final clock period utilization by the worst path as 0.926.
- The run gives the worst-case headroom to the max-slew limit as 0.890.
- The routed design could run at a clock period as short as just over 3 ns.
- The final max-slew violation count recorded for this run is 0.
- The tightest hold path in the finished design has a slack of around 2.4 ns.
- The run gives the setup TNS as 0 ns.
- Setup slack on the critical path of the routed design comes to between 0.2 and 0.25 ns.

Final layout:
- The run puts the sequential cell area at 0 um^2.
- Leaving out fill and tap cells, the most frequent cells in the layout are 146 x sky130_fd_sc_hd__clkdlybuf4s50_1, 28 x sky130_fd_sc_hd__mux4_1, 16 x sky130_fd_sc_hd__mux2_2.
- In the finished design the tool counted flip-flops and latches totalling 0.
- Of the cells placed in the final design, the portion with a size suffix greater than 1 is 0.130.
- Per the cell usage report, the commonest logic cell in the layout is sky130_fd_sc_hd__clkdlybuf4s50_1.
- The run puts the count of fill cells added during filler insertion at 552.
- The area growth from synthesis to layout is 122%.
- The run puts the final-layout clock buffer total at 0.
- The run gives the number of standard cells in the final layout excluding fillers as approximately 280.

Global routing:
- Across every metal layer, demand over resource in global routing totals 0.103.
- The layer flagged by global routing as most heavily used is met2.
- On met2, the global router reports a usage of 0.163.
- The run gives the number of global-route vias before repair as roughly 1500.
- The run gives the sum of overflow across all layers after global routing as 0.
- The initial antenna violation count came to 0.
- For met3 alone, demand over resource in global routing was 0.0578.
- The first global-routing pass estimated between 8000 and 9000 um of wire.
- The run puts the largest net degree at the start of global routing at 33.
- The run gives the global routing usage on met1 as 0.130.

Clocking:
- After clock tree synthesis, the setup repair step added 0 buffers.
- The run puts the number of hold-repair buffers added at the cts stage at 0.
- The number of gates resized after CTS was 0.

Min path:
- The type recorded for the worst min-delay path is input pin to output pin.

Outcome:
- The run finished with clean final reports.

Job:
- The run puts the total of max-cap violations at 0.
- The run puts the number of warnings in the stage logs at 32.
-- through the flow --
stage / instance area (um^2) / power, mW / utilization
3_5_place_dp: 2640 / 0.324 / 0.441
3_3_place_gp: 2640 / 0.322 / 0.441
2_1_floorplan: 1190 / 0.137 / -
5_1_grt: 2640 / 0.342 / 0.441
6_report: 2640 / 0.318 / 0.441
4_1_cts: 2640 / 0.325 / 0.441
-- cell usage after synthesis, drive strengths merged --
| master | count |
|---|---|
| mux4 | 32 |
| buf | 22 |
| mux2 | 16 |
| clkbuf | 3 |
-- final cells by class --
cell class	instances	area (um^2)	area share
Multi-Input combinational cell	48	1010	0.381
Tap cell	75	93.8	0.0355
Timing Repair Buffer	152	1540	0.584
-- cells by family (layout without fill, tap and decap cells) --
| family | count (synthesis) | count (layout) | synth area share |
|---|---|---|---|
| multiplexers | 48 | 48 | 0.845 |
| buffers and inverters | 25 | 152 | 0.155 |
-- final timing paths --
check / startpoint / endpoint / slack (ns) / cells past startpoint
setup / recovery: S[1] / Y[8] / 0.25 / 5
hold / removal: S[0] / Y[14] / 2.45 / 5
-- worst max-delay path: cells and delay by family --
family	cells	cell delay (ns)
buffers and inverters	3	1.13
muxes	2	0.59
-- report_power, final --
part | switching [mW] | internal (mW)
sequential | 0 | 0
combinational | 0.0599 | 0.258
clock | 0 | 0
-- metal layers --
layer,part of all wire,up-vias
li1,-,589
met1,0.40,588
met2,0.45,101
met3,0.15,0
met4,0,0
met5,0,-
Power and IR drop assume default switching activity.
