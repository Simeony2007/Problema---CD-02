--- flow/design.v ---
module Divisor(S, Resto, Div0, A, B);
    input  [7:0] A;
    input  [7:0] B;
    output [7:0] S;
    output [7:0] Resto;
    output Div0;
	 wire B0, B1, B2, B3, B4, B5, B6, B7;
	 wire [7:0]Sub0;
	 wire [7:0]Sub1;
	 wire [7:0]Sub2;
	 wire [7:0]Sub3;
	 wire [7:0]Sub4;
	 wire [7:0]Sub5;
	 wire [7:0]Sub6;
	 wire [7:0]Sub7;
	 wire [7:0]R0;
	 wire [7:0]R1;
	 wire [7:0]R2;
	 wire [7:0]R3;
	 wire [7:0]R4;
	 wire [7:0]R5;
	 wire [7:0]R6;
	 wire [7:0]T;
    SubComp8bits sub0(
	 .S(Sub0),
	 .Bout(B0),
	 .A({6'b0, A[7]}),
	 .B(B),
	 .Bin(1'b0));
	 MUX8para8 Decisao0(
	 .S(R0),
	 .A(Sub0),
	 .B({6'b0, A[7]}),
	 .SLCT(B0));  
	 not Saida0(S[7], B0);
	 SubComp8bits sub1(
	 .S(Sub1),
	 .Bout(B1),
	 .A({R0[6:0], A[6]}),
	 .B(B),
	 .Bin(1'b0));
	 MUX8para8 Decisao1(
	 .S(R1),
	 .A(Sub1),
	 .B({R0[6:0], A[6]}),
	 .SLCT(B1)); 
	 not Saida1(S[6], B1);
	 SubComp8bits sub2(
	 .S(Sub2),
	 .Bout(B2),
	 .A({R1[6:0], A[5]}),
	 .B(B),
	 .Bin(1'b0));
	 MUX8para8 Decisao2(
	 .S(R2),
	 .A(Sub2),
	 .B({R1[6:0], A[5]}),
	 .SLCT(B2)); 
	 not Saida2(S[5], B2);
	 SubComp8bits sub3(
	 .S(Sub3),
	 .Bout(B3),
	 .A({R2[6:0], A[4]}),
	 .B(B),
	 .Bin(1'b0));
	 MUX8para8 Decisao3(
	 .S(R3),
	 .A(Sub3),
	 .B({R2[6:0], A[4]}),
	 .SLCT(B3)); 
	 not Saida3(S[4], B3);
	 SubComp8bits sub4(
	 .S(Sub4),
	 .Bout(B4),
	 .A({R3[6:0], A[3]}),
	 .B(B),
	 .Bin(1'b0));
	 MUX8para8 Decisao4(
	 .S(R4),
	 .A(Sub4),
	 .B({R3[6:0], A[3]}),
	 .SLCT(B4)); 
	 not Saida4(S[3], B4);
	 SubComp8bits sub5(
	 .S(Sub5),
	 .Bout(B5),
	 .A({R4[6:0], A[2]}),
	 .B(B),
	 .Bin(1'b0));
	 MUX8para8 Decisao5(
	 .S(R5),
	 .A(Sub5),
	 .B({R4[6:0], A[2]}),
	 .SLCT(B5)); 
	 not Saida5(S[2], B5);
	 SubComp8bits sub6(
	 .S(Sub6),
	 .Bout(B6),
	 .A({R5[6:0], A[1]}),
	 .B(B),
	 .Bin(1'b0));
	 MUX8para8 Decisao6(
	 .S(R6),
	 .A(Sub6),
	 .B({R5[6:0], A[1]}),
	 .SLCT(B6)); 
	 not Saida6(S[1], B6);
	 SubComp8bits sub7(
	 .S(Sub7),
	 .Bout(B7),
	 .A({R6[6:0], A[0]}),
	 .B(B),
	 .Bin(1'b0));
	 MUX8para8 Decisao7(
	 .S(Resto),
	 .A(Sub7),
	 .B({R6[6:0], A[0]}),
	 .SLCT(B7)); 
	 not Saida7(S[0], B7);
	 not(T[0], B[0]);
	 not(T[1], B[1]);
	 not(T[2], B[2]);
	 not(T[3], B[3]);
	 not(T[4], B[4]);
	 not(T[5], B[5]);
	 not(T[6], B[6]);
	 not(T[7], B[7]);
	 and(Div0, T[7:0]);
endmodule
module MUX8para8(S, A, B, SLCT);
    output [7:0] S;      
    input  [7:0] A;      
    input  [7:0] B;      
    input  SLCT;         
    Mux1por1 mux_bit0 (
        .S(S[0]), 
        .A(A[0]), 
        .B(B[0]), 
        .Op(SLCT) 
    );
    Mux1por1 mux_bit1 (
        .S(S[1]), 
        .A(A[1]), 
        .B(B[1]), 
        .Op(SLCT)
    );
    Mux1por1 mux_bit2 (
        .S(S[2]), 
        .A(A[2]), 
        .B(B[2]), 
        .Op(SLCT)
    );
    Mux1por1 mux_bit3 (
        .S(S[3]), 
        .A(A[3]), 
        .B(B[3]), 
        .Op(SLCT)
    );
    Mux1por1 mux_bit4 (
        .S(S[4]), 
        .A(A[4]), 
        .B(B[4]), 
        .Op(SLCT)
    );
    Mux1por1 mux_bit5 (
        .S(S[5]), 
        .A(A[5]), 
        .B(B[5]), 
        .Op(SLCT)
    );
    Mux1por1 mux_bit6 (
        .S(S[6]), 
        .A(A[6]), 
        .B(B[6]), 
        .Op(SLCT)
    );
    Mux1por1 mux_bit7 (
        .S(S[7]), 
        .A(A[7]), 
        .B(B[7]), 
        .Op(SLCT)
    );
endmodule
module Mux1por1(S, A, B, Op);
	input A, B, Op;
	output S;
	wire nOp, T0, T1;
	not(nOp, Op);
	and(T0, nOp, A);
	and(T1, Op, B);
	or(S, T0, T1);
endmodule
module SubComp1bit(S, Bout, A, B, Bin);
	input A, B, Bin;
	output S, Bout;
	wire F1, F2, F3, F4;
	xor Xor0(S, A, B, Bin);
	not NotA(F1, A);
	or Or0(F2, F1, Bin);
	and And0(F3, F2, B);
	and And1(F4, F1, Bin);
	or Or1(Bout, F3, F4);
endmodule
module SubComp8bits(S, Bout, A, B, Bin);
	input [7:0]A;
	input [7:0]B;
	input Bin;
	output [7:0]S;
	output Bout;
	wire [7:0]T;
	SubComp1bit U0(S[0], T[1], A[0], B[0], Bin);
	SubComp1bit U1(S[1], T[2], A[1], B[1], T[1]);
	SubComp1bit U2(S[2], T[3], A[2], B[2], T[2]);
	SubComp1bit U3(S[3], T[4], A[3], B[3], T[3]);
	SubComp1bit U4(S[4], T[5], A[4], B[4], T[4]);
	SubComp1bit U5(S[5], T[6], A[5], B[5], T[5]);
	SubComp1bit U6(S[6], T[7], A[6], B[6], T[6]);
	SubComp1bit U7(S[7], Bout, A[7], B[7], T[7]);
endmodule
--- flow/config.mk ---
export PLATFORM = sky130hd
export DESIGN_NAME = Divisor
export DESIGN_NICKNAME = Divisor
export VERILOG_FILES = /design/flow/design.v
export SDC_FILE = /design/flow/constraint.sdc
export NUM_CORES = 4
export LEC_CHECK = 1
export CORE_AREA = 10 10 108 108
export DIE_AREA = 0 0 118 118
--- flow/run.sh ---
#!/bin/bash
# OpenROAD 26Q1-2900-gdf79404cd8, Yosys 0.63+post, stock flow scripts
make -C /OpenROAD-flow-scripts/flow DESIGN_CONFIG=/design/flow/config.mk WORK_HOME=/design/flow/orfs finish
--- flow/constraint.sdc ---
current_design Divisor

set clk_period 18.6
set clk_io_pct 0.2

create_clock -name clk0 -period $clk_period

set non_clock_inputs [all_inputs -no_clocks]
set_input_delay [expr $clk_period * $clk_io_pct] -clock clk0 $non_clock_inputs
set_output_delay [expr $clk_period * $clk_io_pct] -clock clk0 [all_outputs]
==> notes.md <==
impl run done, here's what came out: outcome finished, violations left, failing checks setup timing, f_max 0.0359 GHz, power share of the combinational group 1.000, Avg WL per Cell 13.9 um, Max-cap violations 0, sequential cell fraction of total power 0, dpl hpwl 5.84 mm, Fillers 843, total power draw 301 uW, Worst EP required about 15000 ps, Crit Path Max Fanout 5, setup violators final 12, Yosys cell types roughly 53, P_sw 123 uW, RSZ-0062 raised after global routing true, Worst-Margin Slew 368 ps, worst hold path class in2out, post-layout min period 27830 ps, CLK BUF 0, placed instance count 482, Placer Congestion 0.907, Slew Limit Fails 0, max incr delay on CP between 400 and 500 ps, sequential cell area 0 um2, # DRC 0, layout cells sized above 1 0.654, Die X-Extent between 100 and 150 um, die height 118 um, floorplan utilization 0.248, flip-flops 0, hold buffers post-CTS 0, chip area about 14000 um2, Pre-Repair DR Iteration Count 4, vias in the first global route between 2k and 2.5k, Yosys warning total 2, number of inserted diodes 0, Slew Limit Headroom 0.747, Cell Pwr Density 72.8 nW/um2, Yosys Chip Area between 2000 and 2500 um2, syn_area_per_cell ~8.9 um2, Final Non-Filler Cells between 500 and 600, initial antenna violation count 0, endpoint class of the critical path primary output, largest net degree at the start of global routing 18, Worst Path Class, Setup in2out, post-layout period usage 1.50, I/O pin count 33, switching part of the total 0.409, total track usage 0.103, Placeable Area 9280 um2, clock network power share 0, critical path startpoint category input port, final hold violation count 0, area grow syn2layout 79.2%, Worst Path Arrival between 20000 and 25000 ps, std cell rows 35, Comb gate area 2410 um2, drt total wl 7.40 mm, Buffers on Ports 33, Final ANT Viol Nets 0, Cells after Synth 259, Most Frequent Cell on Critical Path fa_2, initial DRC count about 80, cells in synth_stat.txt 259, grt total ovfl 0, Seq/Total Area, Yosys 0, Crit-path slowest cell fa_2, final setup margin -9230 ps, tool warning count 35, Pint 178 uW, P_leak 0.00178 uW, synthesized area 2300 um2, routed vias 2392, global-route wire length before repair ~12 mm, drt via density 4.50, Peak VDD IR 0.0000364 V
==> layout make-up <==
type / count / share of cell area
inverter: 29 / 0.0288
multi-input combinational: 202 / 0.583
timing repair buffer: 171 / 0.349
tap: 129 / 0.0391
==> path summary, 6_finish.rpt <==
check,start,endpoint,cells past startpoint
worst max-delay path,A[7],Resto[2],89
worst min-delay path,B[0],Resto[0],5
==> layout by cell type (no fill, tap or decap), types with 6 or more instances in the layout <==
cell type,instances
xor2_1,6
fa_2,36
mux2_2,11
buf_4,107
and2_1,6
nor2_1,10
buf_6,35
xnor2_1,6
ha_1,7
a21oi_1,6
maj3_2,6
ha_4,7
nand2_1,9
inv_1,22
buf_2,7
clkdlybuf4s50_1,18
==> layer usage <==
layer	vias to the layer above	global-route usage	routed length (um)
met3	6	0.0126	291
li1	1173	-	-
met2	42	0.178	3670
met1	1171	0.139	3380
met4	0	0.0131	61
met5	-	0	0
==> cells in the mapped netlist, types with 2 or more instances <==
cell type | instances | area [um2]
nand3_1 | 3 | 15.0
buf_2 | 3 | 15.0
o211a_1 | 3 | 30.0
ha_1 | 14 | 175
or2_2 | 2 | 12.5
inv_1 | 28 | 105
and2_1 | 7 | 43.8
o21ai_0 | 10 | 50.1
nor2_1 | 14 | 52.6
mux2i_1 | 6 | 60.1
buf_4 | 16 | 120
xnor2_1 | 8 | 70.1
o211ai_1 | 2 | 15.0
mux2_2 | 13 | 146
a221o_1 | 4 | 40.0
nand2_1 | 13 | 48.8
a31oi_1 | 3 | 18.8
clkbuf_1 | 6 | 22.5
a221oi_1 | 3 | 26.3
nor3_1 | 3 | 15.0
fa_1 | 36 | 721
a21oi_1 | 11 | 55.1
buf_1 | 2 | 7.51
maj3_1 | 5 | 50.1
xor2_1 | 7 | 61.3
o2111ai_1 | 3 | 26.3
or3b_2 | 2 | 17.5
nor2b_1 | 5 | 31.3
nand2b_1 | 3 | 18.8
==> through the flow <==
step	utilization	setup WS, ps	area, um2	hold WS [ps]	setup TNS (ps)
after floorplan	-	-9550	2620	7450	-95930
after global placement	0.381	-10330	3540	8410	-105890
after detailed placement	0.381	-10420	3540	8420	-106850
after CTS	0.426	-9320	3950	8070	-95610
after global routing	0.445	-9930	4130	8090	-102210
final	0.445	-9230	4130	8070	-94290
==> critical path, delay by kind of cell <==
family / cells / cell delay [ps]
buffers and inverters: 11 / 1010
adder cells (fa/ha/maj): 48 / 15230
XOR/XNOR: 1 / 170
AND/OR/NAND/NOR: 9 / 1070
multiplexers: 4 / 780
AND-OR/OR-AND: 16 / 2100
==> logic make-up (layout without fill, tap and decap cells) <==
logic type                 count (synthesis)  in the layout  synth area share
AOI/OAI and AO/OA                         53             53             0.171
xor gates and xnor gates                  15             15            0.0570
adders and majority gates                 56             56             0.415
buffers and inverters                     57            200             0.124
muxes                                     20             20            0.0993
and+or+nand+nor                           58             58             0.134
==> power by group through the flow <==
stage,clock network [uW],registers [uW],logic [uW]
after CTS,0,0,278
final,0,0,301
after global routing,0,0,330
==> timing repair <==
item / CTS / global route
hold endpoints to repair: 0 / 0
pin swaps: 29 / 24
setup endpoints to repair: 12 / 12
gates resized: 95 / 21
setup buffers: 36 / 15
Power is estimated from default activity; no workload was simulated.
