--- ./config.mk ---
export PLATFORM = sky130hd
export DESIGN_NAME = DoubleDabble
export DESIGN_NICKNAME = DoubleDabble
export VERILOG_FILES = /design/flow/design.v
export SDC_FILE = /design/flow/constraint.sdc
export NUM_CORES = 4
export LEC_CHECK = 1
export CORE_AREA = 10 10 70 70
export DIE_AREA = 0 0 80 80
--- ./constraint.sdc ---
current_design DoubleDabble

set clk_period 7.6
set clk_io_pct 0.2

create_clock -name clk0 -period $clk_period

set non_clock_inputs [all_inputs -no_clocks]
set_input_delay [expr $clk_period * $clk_io_pct] -clock clk0 $non_clock_inputs
set_output_delay [expr $clk_period * $clk_io_pct] -clock clk0 [all_outputs]
--- ./design.v ---
module Add3_if_gte5(BCD_out, BCD_in);
    output [3:0] BCD_out;
    input  [3:0] BCD_in;
    wire   gte5, w1, w2;
    wire   [3:0] B_val, B_zero;
    wire   Cout_discard;
    or(w1, BCD_in[1], BCD_in[0]);
    and(w2, BCD_in[2], w1);
    or(gte5, BCD_in[3], w2);
    and(B_zero[0], 1'b0, 1'b0);  
    and(B_val[0], gte5, 1'b1);
    and(B_val[1], gte5, 1'b1);
    and(B_val[2], B_zero[0], 1'b1);  
    and(B_val[3], B_zero[0], 1'b1);  
    SomComp4bit ADD3 (
        .S(BCD_out), 
        .Cout(Cout_discard), 
        .A(BCD_in), 
        .B(B_val), 
        .Cin(B_zero[0]));
endmodule
module DoubleDabble(BIN, H, T, O);
    input  [7:0] BIN;
    output [3:0] H;  
    output [3:0] T;  
    output [3:0] O;  
    wire [3:0] h_adj1, t_adj1, o_adj1;
    wire [3:0] h_adj2, t_adj2, o_adj2;
    wire [3:0] h_adj3, t_adj3, o_adj3;
    wire [3:0] h_adj4, t_adj4, o_adj4;
    wire [3:0] h_adj5, t_adj5, o_adj5;
    wire [3:0] h_adj6, t_adj6, o_adj6;
    wire [3:0] h_adj7, t_adj7, o_adj7;
    wire [3:0] h_adj8, t_adj8, o_adj8;
    wire gnd;
    and(gnd_gate, gnd, 1'b0, 1'b0);  
    Add3_if_gte5 adj_h1(.BCD_out(h_adj1), .BCD_in({gnd, gnd, gnd, gnd}));
    Add3_if_gte5 adj_t1(.BCD_out(t_adj1), .BCD_in({gnd, gnd, gnd, gnd}));
    Add3_if_gte5 adj_o1(.BCD_out(o_adj1), .BCD_in({gnd, gnd, gnd, gnd}));
    Add3_if_gte5 adj_h2(.BCD_out(h_adj2), .BCD_in({h_adj1[2:0], t_adj1[3]}));
    Add3_if_gte5 adj_t2(.BCD_out(t_adj2), .BCD_in({t_adj1[2:0], o_adj1[3]}));
    Add3_if_gte5 adj_o2(.BCD_out(o_adj2), .BCD_in({o_adj1[2:0], BIN[7]}));
    Add3_if_gte5 adj_h3(.BCD_out(h_adj3), .BCD_in({h_adj2[2:0], t_adj2[3]}));
    Add3_if_gte5 adj_t3(.BCD_out(t_adj3), .BCD_in({t_adj2[2:0], o_adj2[3]}));
    Add3_if_gte5 adj_o3(.BCD_out(o_adj3), .BCD_in({o_adj2[2:0], BIN[6]}));
    Add3_if_gte5 adj_h4(.BCD_out(h_adj4), .BCD_in({h_adj3[2:0], t_adj3[3]}));
    Add3_if_gte5 adj_t4(.BCD_out(t_adj4), .BCD_in({t_adj3[2:0], o_adj3[3]}));
    Add3_if_gte5 adj_o4(.BCD_out(o_adj4), .BCD_in({o_adj3[2:0], BIN[5]}));
    Add3_if_gte5 adj_h5(.BCD_out(h_adj5), .BCD_in({h_adj4[2:0], t_adj4[3]}));
    Add3_if_gte5 adj_t5(.BCD_out(t_adj5), .BCD_in({t_adj4[2:0], o_adj4[3]}));
    Add3_if_gte5 adj_o5(.BCD_out(o_adj5), .BCD_in({o_adj4[2:0], BIN[4]}));
    Add3_if_gte5 adj_h6(.BCD_out(h_adj6), .BCD_in({h_adj5[2:0], t_adj5[3]}));
    Add3_if_gte5 adj_t6(.BCD_out(t_adj6), .BCD_in({t_adj5[2:0], o_adj5[3]}));
    Add3_if_gte5 adj_o6(.BCD_out(o_adj6), .BCD_in({o_adj5[2:0], BIN[3]}));
    Add3_if_gte5 adj_h7(.BCD_out(h_adj7), .BCD_in({h_adj6[2:0], t_adj6[3]}));
    Add3_if_gte5 adj_t7(.BCD_out(t_adj7), .BCD_in({t_adj6[2:0], o_adj6[3]}));
    Add3_if_gte5 adj_o7(.BCD_out(o_adj7), .BCD_in({o_adj6[2:0], BIN[2]}));
    Add3_if_gte5 adj_h8(.BCD_out(h_adj8), .BCD_in({h_adj7[2:0], t_adj7[3]}));
    Add3_if_gte5 adj_t8(.BCD_out(t_adj8), .BCD_in({t_adj7[2:0], o_adj7[3]}));
    Add3_if_gte5 adj_o8(.BCD_out(o_adj8), .BCD_in({o_adj7[2:0], BIN[1]}));
    Add3_if_gte5 adj_hf(.BCD_out(H), .BCD_in({h_adj8[2:0], t_adj8[3]}));
    Add3_if_gte5 adj_tf(.BCD_out(T), .BCD_in({t_adj8[2:0], o_adj8[3]}));
    Add3_if_gte5 adj_of(.BCD_out(O), .BCD_in({o_adj8[2:0], BIN[0]}));
endmodule
module SomComp1bit(S, Cout, A, B, Cin);
	input A, B, Cin;
	output S, Cout;
	wire T0, T1, T2;
	xor Xor0(S, A, B, Cin);
	or Or0(T0, A, Cin);
	and And0(T1, T0, B);
	and And1(T2, A, Cin);
	or Or1(Cout, T1, T2);
endmodule
module SomComp2Bits(S, Cout, A, B, Cin);
	input [1:0]A; 
	input [1:0]B;
	input Cin;
	output Cout;
	output [1:0]S;
	wire T0;
	SomComp1bit b0(.S(S[0]), .Cout(T0), .A(A[0]), .B(B[0]), .Cin(Cin));
	SomComp1bit b1(.S(S[1]), .Cout(Cout), .A(A[1]), .B(B[1]), .Cin(T0));
endmodule
module SomComp4bit(S, Cout, A, B, Cin);
	input [3:0]A; 
	input [3:0]B;
	input Cin;
	output Cout;
	output [3:0]S;
	wire T0;
	SomComp2Bits b0(.S(S[1:0]), .Cout(T0), .A(A[1:0]), .B(B[1:0]), .Cin(Cin));
	SomComp2Bits b1(.S(S[3:2]), .Cout(Cout), .A(A[3:2]), .B(B[3:2]), .Cin(T0));
endmodule
--- ./run.sh ---
#!/bin/bash
# OpenROAD 26Q1-2900-gdf79404cd8, Yosys 0.63+post, stock flow scripts
make -C /OpenROAD-flow-scripts/flow DESIGN_CONFIG=/design/flow/config.mk WORK_HOME=/design/flow/orfs finish
==> run notes <==
Pin placement for this block handled 20 I/O pins. The routed design shows a wire length per standard cell of 8.15 µm. The run gives 0 as the max-capacitance violation count. According to the floorplan report, the placeable core area is 0.00342 mm². The timing report shows the most common cell along the critical path to be sky130_fd_sc_hd__ha_4. The kind of cell adding the most delay to the critical path was adder cells. In the final layout, the share of cells above drive strength 1 is 73.4%. Kind of end point of the critical path: a primary output. The type of the setup path with the least slack is input port to primary output. The post-synthesis instance total was 83.

Sequential fraction of the synthesis area: 0%. The number of antenna violations at the first check in global routing is 0, and the count of instantiated cells in the yosys netlist is 83. Looking at hold timing, the worst path starts from BIN[0]. The type recorded for the worst min-delay path is input port to primary output. The run gives 0 for the number of design rule violations left after detail routing.

The synthesized design spends more area on one cell type than any other, namely sky130_fd_sc_hd__ha_1. The die width was 80 µm. The synthesis report lists the most area-consuming cells as sky130_fd_sc_hd__ha_1 (30%), sky130_fd_sc_hd__fa_1 (24%), sky130_fd_sc_hd__buf_4 (12%).

In this run the remaining antenna-violating nets after routing total 0. Across all stage logs, warnings added up to 35. In the detailed route, the total length drawn on met3 is 121 µm. The placement report lists the number of port buffers as 18. The tools report the end point of the worst hold path as O[0].

The top cell types in the final layout, fill and taps aside, are sky130_fd_sc_hd__buf_4 (33), sky130_fd_sc_hd__ha_4 (13), sky130_fd_sc_hd__inv_2 (9), sky130_fd_sc_hd__fa_2 (9), sky130_fd_sc_hd__inv_1 (7). The post-route utilization of the core is recorded as 40.4%. According to the timing report, the data required time at the worst endpoint equals 6080 ps.

The run gives 21.9% as the floorplan core density. Setup repair after global routing could not meet its margin everywhere. The largest stage delay on the critical path is 350 ps. The script reports the combined buffer and inverter count of the critical path as 8.

After routing, the total negative slack on setup checks comes to -9670 ps. The run gives 0 as the leftover overflow at the end of global routing. With the via count of the first global-routing pass at 704, the post-DP HPWL is 1300 µm.

The clock buffer count in the final layout was 0; the area occupied by registers was 0 µm². The final reports fail on negative setup slack. The highest metal layer with signal wires is met3. Measured along the y axis, the die boundary spans 80 µm. Excluding fillers, the count of instances in the completed layout stands at 170. Wire segments on met2 add up to 692 µm in the final route. With the floorplan row count at 21, the number of sequential storage elements is 0.

The number of optimization iterations in the first detailed-route pass is 2. The number of different library cells used by synthesis comes to 15. The post-route minimum period is 9210 ps.

The master of the slowest instance on the critical path is sky130_fd_sc_hd__fa_2. The number of antenna diodes in the final layout is 0. Routed length on met1: 571 µm. The proportion of netlist area held by the largest area contributor came out at 30.1%. The run gives -1610 ps for the final critical-path setup slack. The tools report the arrival time of the worst setup path as 7690 ps. The total routing usage reported by global routing is 4.88%. The synthesized netlist occupies a cell area of 749 µm². The die footprint is 0.00640 mm². The run finished, with violations left. Post-route period utilization is reported as 121%.

In this run, the number of DRC markers left after iteration 0 of detailed routing was 5. The worst-path maximum fanout was 2; the maximum frequency from static timing analysis was 109 MHz.

With the area figure in the yosys stat output at 749 µm², the total of warnings raised by yosys is 2. The first global-routing pass estimated 2770 µm of wire.

Per the gpl log, the routability congestion estimate is 0.724. The type of element launching the critical path is an input port. Averaged over all synthesized cells, the footprint is 9.03 µm².

The number of cells on the worst hold path is 3. The final timing report lists a max-slew violation count of 0. For this run, the final setup violation count is recorded as 9. Hold timing on the final database bottoms out at a slack of 3820 ps. Hold-check failures listed in the final report amount to 0.

From synthesis to final layout, the design area changed by 84.1%. The detailed router reported a total wirelength of 1390 µm. The run gives 650 as the detailed-route via count. The per-cell via count in the routed design came out at 3.82. The total instance count after detailed placement came out at 166. The tools report the largest net degree at the start of global routing as 4. The most common logic cell in the final layout is sky130_fd_sc_hd__buf_4.
[synthesized netlist by cell type]
library cell and n:
sky130_fd_sc_hd__inv_1 16, sky130_fd_sc_hd__o21a_1 2, sky130_fd_sc_hd__buf_4 12, sky130_fd_sc_hd__o21ai_0 4, sky130_fd_sc_hd__o22a_1 2, sky130_fd_sc_hd__xor2_1 7
sky130_fd_sc_hd__o21ba_2 1, sky130_fd_sc_hd__conb_1 1, sky130_fd_sc_hd__o21bai_1 2, sky130_fd_sc_hd__nand2b_1 3, sky130_fd_sc_hd__or2_0 2, sky130_fd_sc_hd__nor2_1 2
sky130_fd_sc_hd__fa_1 9, sky130_fd_sc_hd__ha_1 18, sky130_fd_sc_hd__nor2b_1 2
[area by class of cell]
type	count	area, µm²
tap	46	57.6
inverter	16	60.1
fill	332	2040
multi-input combinational	56	852
timing repair buffer	52	410
[worst min-delay path, cell delays in order]
cell and delay, ps:
sky130_fd_sc_hd__clkdlybuf4s50_1 550, sky130_fd_sc_hd__ha_4 150, sky130_fd_sc_hd__buf_6 70
[logic make-up after synthesis]
family | share of synthesized area, %
adder cells (fa/ha/maj) | 54.1
XOR/XNOR | 8.18
other | 0.500
buffers and inverters | 20.0
AND/OR/NAND/NOR | 6.84
AND-OR/OR-AND | 10.3
[layer usage]
| layer | GRT usage (%) | vias up |
|---|---|---|
| li1 | - | 333 |
| met1 | 6.05 | 304 |
| met2 | 8.59 | 13 |
| met3 | 1.48 | 0 |
| met4 | 0 | 0 |
| met5 | 0 | - |
[per-stage QoR]
step | setup slack, ps | instance area, µm²
after global placement | -2340 | 1360
after floorplan | -1580 | 986
after CTS | -2010 | 1380
after detailed placement | -2400 | 1360
after global routing | -1940 | 1380
final | -1610 | 1380
[worst max path at each step]
stage	cells past startpoint	to	start
after CTS	36	T[3]	BIN[6]
after global routing	36	T[3]	BIN[5]
final	36	T[3]	BIN[5]
[timing repair]
item / 4_1_cts / 5_1_grt
hold endpoints to repair: 0 / 0
buffers inserted: 4 / 0
resized: 50 / 2
cloned: 0 / 0
hold buffers: 0 / 0
pin swaps: 31 / 25
setup endpoints to repair: 9 / 9
